===== flow/config.mk =====
export PLATFORM = sky130hd
export DESIGN_NAME = der_32bit
export DESIGN_NICKNAME = der_32bit
export VERILOG_FILES = /design/flow/design.v
export SDC_FILE = /design/flow/constraint.sdc
export NUM_CORES = 4
export LEC_CHECK = 1
export CORE_UTILIZATION = 50

===== flow/constraint.sdc =====
current_design der_32bit

set clk_period 17.0
set clk_io_pct 0.2

create_clock -name clk0 -period $clk_period [get_ports {clk}]

set non_clock_inputs [all_inputs -no_clocks]
set_input_delay [expr $clk_period * $clk_io_pct] -clock clk0 $non_clock_inputs
set_output_delay [expr $clk_period * $clk_io_pct] -clock clk0 [all_outputs]

===== flow/design.v =====
module der_32bit (
    input logic clk, rst, startD,
    input logic [1:0] div_opcode,
    input logic [31:0] operand1, operand2,
    output logic doneD,
    output logic [31:0] result_divide
);
    logic [31:0] dividend;
    logic [62:0] divisor;
    logic [31:0] quotient;
    logic [31:0] q_mask;
    logic busy;
    logic invert_res;
    wire signed_operation = div_opcode[1];
    wire div_operation = ~div_opcode[0];
    always_ff @( posedge clk or posedge rst ) begin
        if (rst) begin
            busy <= 1'b0;
            dividend <= 32'b0;
            divisor <= 63'b0;
            invert_res <= 1'b0;
            quotient <= 32'b0;
            q_mask <= 32'b0;
        end else if (startD) begin
            busy <= 1'b1;
            if (signed_operation && operand1[31])
                dividend <= -operand1;
            else
                dividend <= operand1;
            if (signed_operation && operand2[31])
                divisor <= {-operand2, 31'b0};
            else
                divisor <= {operand2, 31'b0};
            invert_res <= (div_opcode == 2'b00 && (operand1[31] != operand2[31]) && operand2 != 0) || 
                          (div_opcode == 2'b10 && operand1[31]);
            quotient <= 32'b0;
            q_mask <= 32'h80000000;
        end else if (!q_mask && busy) begin
            busy <= 1'b0;
        end else if (busy) begin
            if (divisor <= {31'b0, dividend}) begin
                dividend <= dividend - divisor[31:0];
                quotient <= quotient | q_mask;
            end
            divisor <= {1'b0, divisor[62:1]};
            q_mask <= {1'b0, q_mask[31:1]};
        end
    end
    logic [31:0] div_result;
    always_comb begin
        if (div_operation)
            div_result = invert_res ? -quotient : quotient;
        else
            div_result = invert_res ? -dividend : dividend;
    end
    always_ff @( posedge clk or posedge rst ) begin
        if (rst) begin
            doneD <= 1'b0;
            result_divide <= 32'b0;
        end else if (!q_mask && busy) begin
            doneD <= 1'b1;
            result_divide <= div_result;
        end else if (startD) begin
            doneD <= 1'b0;
        end
    end
endmodule

===== flow/run.sh =====
#!/bin/bash
# OpenROAD 26Q1-2900-gdf79404cd8, Yosys 0.63+post, stock flow scripts
make -C /OpenROAD-flow-scripts/flow DESIGN_CONFIG=/design/flow/config.mk WORK_HOME=/design/flow/orfs finish

==> Slide: Implementation Results <==
Implementation Results

Placed design
  • Final weighted congestion of routability-driven global placement: 0.947
  • HPWL reported at the end of detailed placement: 26,500 um
  • Number of port buffers: 101

Power
  • Seq pwr share: 32.0%
  • Part of the total power dissipated in the clock network: 20.6%
  • Static leakage power: 6.39 nW
  • Net Sw Frac: 43.9%
  • Pwr/cell area: 141 mW/mm2
  • Net Switching: 0.000929 W
  • Internal power component: 0.00119 W
  • Worst voltage drop across the vdd grid: 0.0962 mV
  • Combinational share of power: 47.4%

Yosys
  • Yosys xor share: 9.23%
  • Post-synthesis sequential area ratio: 36.8%
  • Area fraction in compound gates: 20.3%
  • Adder-cell share of the synthesized area: 6.51%
  • Area of the mapped netlist: 0.0132 mm2
  • Most common flop cell mapped by yosys: dfrtp_1
  • Yosys cell types: 69
  • Post-synth area from yosys stat: 0.0132 mm2
  • Share of flip-flops with an asynchronous set or reset: 100%
  • Basic-gate share of the synthesized area counting and, or, nand and nor cells: 18.6%
  • Number of flops mapped to enable cells by yosys: 0
  • Synth Area per Inst: 8.11 um2
  • Cells after synthesis: 1,626
  • Number of register bits inferred by synthesis: 194
  • Yosys stat cell total: 1,626
  • Largest non-sequential cell family by area: AND-OR/OR-AND gates
  • Ys Warns: 1
  • Area fraction in mux cells: 3.05%

Clock tree
  • Maximum number of buffers from clock root to sink: 2
  • TritonCTS clock tree: done
  • CTS resizes: 0
  • Post-cts hold-fix buffer tally: 0
  • Clock slew seen by the registers of the worst setup and hold paths: 0.08 ns
  • Sinks on the clock net: 194
  • Number of buffers added by the clock tree synthesis step: 17
  • Post-CTS Repair Setup Buffers: 0
  • H-tree lvl count: 4
  • Clock root cell: clkbuf_16
  • Clock insertion delay at the later pin of the skew report: 0.44 ns

Final timing
  • Final setup fails: 0
  • Count of final hold-check violations: 0
  • Clock skew after layout: 0.0247 ns
  • Post-layout period usage: 35.7%
  • Sum Neg Setup Slack: 0 ns
  • Post-route worst hold slack: 0.483 ns
  • Worst slew slack as a fraction of its limit: 48.4%
  • Top achievable clock speed: 0.165 GHz
  • Tightest Pin Transition: 0.769 ns
  • Final Max-Slew Violation Tally: 0
  • Unrepaired setup endpoints after global routing: false
  • Shortest clock period the worst path allows after layout: 6.07 ns

Worst setup path
  • Crit Path Max Fanout: 6
  • R2R cell count: 11
  • CP Capture Type: flip-flop
  • WP data arrival: 6.35 ns
  • Worst path required time: 17.28 ns
  • Worst setup SP type: input port
  • Path type of the worst setup path: input port to flip-flop

Route
  • Antenna Nets Post-Route: 0
  • Iteration-0 DRC count of the detailed router: 827
  • Number of remaining DRC errors: 0
  • Average via count per standard cell: 5.74
  • Routed wire length: 36,600 um
  • Wire length per cell: 18.2 um
  • Detailed Routing Iterations Pass 1: 5
  • Vias: 11,555
  • Antenna diodes: 0

GRT
  • Initial antenna violation count: 1
  • First-pass GRT wire length: 58,800 um
  • Total congestion overflow after global routing: 0
  • Overall fraction of global-route tracks in use: 28.9%
  • Largest net degree at the start of global routing: 76
  • Number of global-route vias before repair: 10,775

Hold path
  • Worst hold path cell count: 2
  • Hold/Removal Path Class: flip-flop to flip-flop

Finish
  • Share of post-route cells with drive strength above 1: 4.77%
  • Number of fill cells: 2,364
  • Area added between synthesis and finish: 13.6%
  • Most common library cell in the layout ignoring fill and taps: nand2_1
  • Most common logic cells in the final layout: nand2_1, dfrtp_1, a21oi_1

Floorplan
  • Die Span Y: 164 um
  • X dimension of the die: 164 um
  • Floorplan core density: 50.8%
  • Total number of placement rows: 59
  • Ports placed on the boundary: 102
  • Area of the die: 0.0270 mm2
  • Area of the placeable core: 0.0260 mm2

Run status
  • Result of the run: completed

Run
  • Number of warnings in the stage logs: 56
  • Max capacitance violation total: 0
[per-stage QoR]
stage | instances | cell area, um2 | total power [W] | utilization (%) | setup WS [ns]
5_1_grt | 2012 | 15000 | 0.00227 | 57.7 | 10.79
6_report | 2012 | 15000 | 0.00211 | 57.7 | 10.93
4_1_cts | 2012 | 15000 | 0.00212 | 57.7 | 11.08
3_3_place_gp | 1980 | 14300 | 0.00167 | 55.2 | 10.67
3_5_place_dp | 1980 | 14300 | 0.00168 | 55.2 | 10.66
2_1_floorplan | 1626 | 13200 | 0.00134 | - | 8.32
[sequential cells by signal, summed over array words and instances (netlist names)]
register       flops
doneD              1
busy               1
q_mask            32
quotient          32
dividend          32
invert_res         1
result_divide     32
divisor           63
[logic make-up (layout without fill, tap and decap cells)]
| family | after synthesis | in the layout |
|---|---|---|
| and+or+nand+nor | 545 | 545 |
| AOI/OAI and AO/OA | 457 | 457 |
| DFF | 194 | 194 |
| buffers and inverters | 185 | 236 |
| xor gates and xnor gates | 139 | 139 |
| adders and majority gates | 68 | 68 |
| muxes | 38 | 38 |
[path summary, 6_finish.rpt]
path	start	end	slack, ns
setup / recovery	operand1[10]	dividend[26]	10.93
setup reg to reg	dividend[16]	dividend[20]	13.04
hold / removal	result_divide[4]	result_divide[4]	0.48
hold reg to reg	result_divide[4]	result_divide[4]	0.48
max in group asynchronous	rst	divisor[33]	12.05
min in group asynchronous	rst	divisor[4]	3.36
[worst max-delay path, cell delays in order]
cell             delay, ns
clkdlybuf4s50_1       0.45
or4_1                 0.59
nor3_1                0.46
nand4b_1              0.50
o41ai_1               0.47
xor2_1                0.20
nor2_1                0.07
a21oi_1               0.12
a21oi_1               0.08
[synth_stat cells, drive strengths merged, types with 4 or more instances]
cell type / instances / area, um2
nand2: 281 / 1050
nand3: 18 / 90.1
nand4: 20 / 125
xnor2: 93 / 815
a211oi: 4 / 30.0
o21a: 5 / 37.5
a21oi: 175 / 876
buf: 14 / 73.8
a221oi: 4 / 35.0
nor3: 32 / 160
o41ai: 18 / 180
and3: 8 / 51.3
o31ai: 28 / 215
mux2: 7 / 78.8
mux2i: 30 / 300
ha: 67 / 838
nor2b: 5 / 31.3
nor4: 26 / 169
nor2: 105 / 394
o211ai: 8 / 60.1
a21o: 20 / 150
dfrtp: 194 / 4850
o21ai: 146 / 731
inv: 88 / 330
or2: 5 / 31.3
or4: 10 / 86.3
or3: 13 / 91.3
and2: 6 / 37.5
o21bai: 4 / 30.0
clkbuf: 83 / 322
a31oi: 22 / 138
nand2b: 6 / 37.5
xor2: 46 / 403
[layout make-up]
type,instances,area (um2),area share (%)
Clock buffer,17,425,2.84
Clock inverter,15,215,1.44
Inverter,88,338,2.25
Multi-Input combinational cell,1247,7610,50.8
Sequential cell,194,4860,32.4
Tap cell,335,419,2.80
Timing Repair Buffer,116,1120,7.47
[routing by layer]
layer	track usage [%]	up-vias	wire length [um]
met5	0	-	0
met2	42.1	306	15800
li1	-	5730	-
met4	4.55	0	629
met1	46.8	5482	17800
met3	5.38	37	2310
[power groups by stage]
stage | clock network [W] | registers, W | logic, W
final | 0.000435 | 0.000677 | 0.00100
after CTS | 0.000443 | 0.000677 | 0.000998
after global routing | 0.000460 | 0.000692 | 0.00112
Power figures rest on the tool's default switching activity, not on a simulated workload.
