<file path="constraint.sdc">
current_design second_register

set clk_period 5.9
set clk_io_pct 0.2

create_clock -name clk0 -period $clk_period [get_ports {clk}]

set non_clock_inputs [all_inputs -no_clocks]
set_input_delay [expr $clk_period * $clk_io_pct] -clock clk0 $non_clock_inputs
set_output_delay [expr $clk_period * $clk_io_pct] -clock clk0 [all_outputs]
</file>
<file path="run.sh">
#!/bin/bash
# OpenROAD 26Q1-2900-gdf79404cd8, Yosys 0.63+post, stock flow scripts
make -C /OpenROAD-flow-scripts/flow DESIGN_CONFIG=/design/flow/config.mk WORK_HOME=/design/flow/orfs finish
</file>
<file path="config.mk">
export PLATFORM = sky130hd
export DESIGN_NAME = second_register
export DESIGN_NICKNAME = second_register
export VERILOG_FILES = /design/flow/design.v
export SDC_FILE = /design/flow/constraint.sdc
export NUM_CORES = 4
export LEC_CHECK = 1
export CORE_AREA = 10 10 268 268
export DIE_AREA = 0 0 278 278
</file>
<file path="design.v">
module second_register (
    input  logic         clk,rst,reg_wr,sel_A,sel_B,FlushE,StallM,start,FlushES,
    input  logic [1:0]  wb_sel,
    input  logic [2:0]  funct3,
    input  logic [4:0]  alu_op,raddr1D,raddr2D,waddrD,
    input  logic [6:0]  instr_opcode,
    input  logic [31:0] AddrD,rdata1,rdata2,ImmExtD,InstD,
    output logic        reg_wrE,sel_AE,sel_BE,startE,
    output logic [1:0]  wb_selE,
    output logic [2:0]  funct3E,
    output logic [4:0]  alu_opE,raddr1E,raddr2E,waddrE,
    output logic [6:0]  instr_opcodeE,
    output logic [31:0] AddrE,rdata1E,rdata2E,ImmExtE,InstE
);
    always_ff @( posedge clk ) begin 
        startE <=1'b0;
        if ( rst ) begin
            AddrE         <= 32'b0;
            rdata1E       <= 32'b0;
            rdata2E       <= 32'b0;
            ImmExtE       <= 32'b0;
            InstE         <= 32'b0;
            reg_wrE       <= 1'b0;
            sel_AE        <= 1'bx;
            sel_BE        <= 1'bx;
            wb_selE       <= 2'bx;
            funct3E       <= 3'bx;
            instr_opcodeE <= 7'b0;
            alu_opE       <= 5'bx;
            raddr1E       <= 5'b0;
            raddr2E       <= 5'b0;
            waddrE        <= 5'b0;
            startE        <= 1'b0;
        end
        else if ( FlushE | FlushES ) begin
            AddrE         <= 32'b0;
            rdata1E       <= 32'b0;
            rdata2E       <= 32'b0;
            ImmExtE       <= 32'b0;
            InstE         <= 32'h00000013;
            reg_wrE       <= 1'b0;
            sel_AE        <= 1'bx;
            sel_BE        <= 1'bx;
            wb_selE       <= 2'bx;
            funct3E       <= 3'bx;
            instr_opcodeE <= 7'bx;
            alu_opE       <= 5'bx;
            raddr1E       <= 5'b0;
            raddr2E       <= 5'b0;
            waddrE        <= 5'b0;
            startE        <=1'b0;
        end
        else if (~StallM) begin    
            AddrE         <= AddrD;
            rdata1E       <= rdata1; 
            rdata2E       <= rdata2;
            ImmExtE       <= ImmExtD;
            InstE         <= InstD;
            reg_wrE       <= reg_wr;
            sel_AE        <= sel_A;     
            sel_BE        <= sel_B;
            wb_selE       <= wb_sel;
            funct3E       <= funct3;
            instr_opcodeE <= instr_opcode;
            alu_opE       <= alu_op;
            raddr1E       <= raddr1D;
            raddr2E       <= raddr2D;
            waddrE        <= waddrD;
            startE        <= start;
        end
    end
endmodule
</file>
==> metrics.yaml <==
clk_pin_slew_worst_paths_ns: 0.08
drive_above_1_share_pct: 3.774
ir_drop_v: 0.0001981
io_buffers: 396
detailed_place_hpwl_mm: 18.96
area_leaders: "dfxtp_1, mux2i_1, nor2_1, edfxtp_1, buf_6"
mostFrequentLayoutCell: "clkdlybuf4s50_1"
fin_util_pct: 18.73
criticalPathCategory: "input port to register"
critPathArrivalTime_ns: 3.36
tightest_slew_ns: 0.9017
top_area_cell: "dfxtp_1"
worstPathCellList: "clkdlybuf4s50_1 -> or3_4 -> buf_4 -> nor2_1"
rsz0062_at_grt: "false"
ctsHoldBuffers: 0
slew_viol_final: 0
skew_ns: 0
core_area_sq_mm: 0.06586
hp-class: "register to register"
area_growth_pct: 76.56
grt_first_pass_wirelength_mm: 37.63
grt_util_all_layers_pct: 6.273
rows: 94
grt_pass1_vias: 6005
total_power_mw: 2.891
endpoint_kind: "register"
synth_cell_types: 13
crit_required_ns: 6.23
wl_per_cell_um: 13.39
clk_latency_ns: 0.47
h-tree-depth: 4
grt_start_max_net_pins: 85
clkSinkCount: 196
overflow: 0
finalSetupViolations: 0
ys_ff: 196
die_w_um: 278
start_kind: "input port"
ioPinCount: 397
synth-area-yosys_sq_mm: 0.006988
fmax_mhz: 329.9
power_density_mw_per_mm2: 234.3
critical-path-max-stage-delay_ns: 0.79
r2r_slack_ns: 5.21
grt_antenna_before_repair: 3
fp_util_pct: 10.61
drt_first_pass_iters: 4
tool_warnings: 25
critPathBufInv: 2
drtIter0Drc: 141
critical_path.slowest_cell: "clkdlybuf4s50_1"
yosys_warnings: 1
wl_mm: 25.05
syn_inst: 616
clockRootBuffer: "clkbuf_16"
syn_area_per_cell_sq_um: 11.34
viasPerCell: 3.039
crit_fanout: 73
antenna_cells: 0
synth_seq_share_pct: 57.87
post-route-drc-count: 0
p_leak_nw: 4.652
cts_tree: "built"
period_used_pct: 51.37
numCtsBuffers: 17
chipArea_sq_mm: 0.07728
postCtsSetupBuffers: 0
cts_resized: 0
maxCapViolCount: 0
dr_total_vias: 5686
synth_area_sq_mm: 0.006988
gp_congestion: 0.7842
final.setup.tns_ns: 0
fin_crit_ns: 3.031
status: "complete, no violations"
top_cell_area_share_pct: 52.71
ys_cells: 616
detail-route-antenna-nets: 0
most-common-layout-cells: "clkdlybuf4s50_1, dfxtp_1, mux2i_1"
die_height_um: 278
finalHoldViolCount: 0
critical_path.top_delay_family: "buffers and inverters"
cts.path.max_buffers: 2
slew-limit-headroom_pct: 39.89
-- flip-flops by register name, indices dropped and copies added, names as in the netlist --
name / cells
sel_BE: 1
raddr1E: 5
funct3E: 3
instr_opcodeE: 7
startE: 1
reg_wrE: 1
rdata2E: 32
ImmExtE: 32
AddrE: 32
raddr2E: 5
InstE: 32
sel_AE: 1
alu_opE: 5
rdata1E: 32
wb_selE: 2
waddrE: 5
-- final timing paths --
path | start | cells past startpoint | endpoint
min reg2reg | instr_opcodeE[4] | 2 | instr_opcodeE[4]
max | rst | 4 | ImmExtE[25]
min | instr_opcodeE[4] | 2 | instr_opcodeE[4]
max reg2reg | InstE[0] | 2 | InstE[0]
-- area by class of cell --
| class | instances | area [sq um] |
|---|---|---|
| multi-input cells | 378 | 2621 |
| well taps | 864 | 1081 |
| repair buffers | 401 | 4019 |
| flip-flops and latches | 196 | 4044 |
| clock inverters | 10 | 88.84 |
| clock buffers | 22 | 484.2 |
| fillers | 7155 | 53530 |
-- per-layer routing --
layer / wire, um / GRT usage [%]
met5: 41 / 0
met2: 11520 / 10.13
met4: 711 / 1.442
met3: 3065 / 3.635
met1: 9710 / 7.060
-- where the power goes --
group | internal (mW) | total, mW | switching (mW)
combinational | 0.228 | 0.334 | 0.107
clock | 0.595 | 1.17 | 0.578
sequential | 1.37 | 1.38 | 0.0156
total | 2.19 | 2.89 | 0.700
-- per-stage QoR --
step	area (sq um)	setup slack, ns	cells	hold slack, ns
2_1_floorplan	6988	3.432	616	0.4370
3_3_place_gp	11770	2.402	1839	0.4629
3_5_place_dp	11770	2.324	1839	0.4713
4_1_cts	12340	2.879	1871	0.4906
5_1_grt	12340	2.673	1871	0.5030
6_report	12340	2.869	1871	0.4883
-- worst reg2reg max path, cell delays in order, from the launching register on --
cell     delay [ns]
dfxtp_1        0.38
mux2i_1        0.09
a21oi_1        0.15
-- synth_stat cells --
cell      count
buf_2        21
mux2i_1     183
buf_6        18
nand2b_1     14
nand3b_1      1
edfxtp_1     12
nor3b_1       2
clkbuf_1      2
buf_4         1
nor2_1      174
dfxtp_1     184
a21oi_1       3
or3_4         1
-- cell families after synthesis --
group | count (synthesis) | synth area share (%)
flip-flops | 196 | 57.87
AND/OR/NAND/NOR | 192 | 11.08
multiplexers | 183 | 26.21
buffers and inverters | 42 | 4.620
AND-OR/OR-AND | 3 | 0.2148
Power is estimated from default activity; no workload was simulated.
